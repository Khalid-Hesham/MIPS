<file path="flow/constraint.sdc">
current_design Program_Counter

set clk_period 1.0
set clk_io_pct 0.2

create_clock -name clk0 -period $clk_period [get_ports {PC_CLK}]

set non_clock_inputs [all_inputs -no_clocks]
set_input_delay [expr $clk_period * $clk_io_pct] -clock clk0 $non_clock_inputs
set_output_delay [expr $clk_period * $clk_io_pct] -clock clk0 [all_outputs]
</file>
<file path="flow/run.sh">
#!/bin/bash
# OpenROAD 26Q1-2900-gdf79404cd8, Yosys 0.63+post, stock flow scripts
make -C /OpenROAD-flow-scripts/flow DESIGN_CONFIG=/design/flow/config.mk WORK_HOME=/design/flow/orfs finish
</file>
<file path="flow/config.mk">
export PLATFORM = sky130hd
export DESIGN_NAME = Program_Counter
export DESIGN_NICKNAME = Program_Counter
export VERILOG_FILES = /design/flow/design.v
export SDC_FILE = /design/flow/constraint.sdc
export NUM_CORES = 4
export LEC_CHECK = 1
export CORE_AREA = 10 10 100 100
export DIE_AREA = 0 0 110 110
</file>
<file path="flow/design.v">
module Program_Counter(
    input wire              PC_CLK,
    input wire              PC_RST,
    input wire  [31:0]      PC_in,
    output reg  [31:0]      PC_out
);
always @(posedge PC_CLK or negedge PC_RST)
begin
  if(!PC_RST)
  PC_out <= 32'b0;
  else 
  PC_out <= PC_in;
end
endmodule
</file>
==> deck_impl_summary.md <==
Physical Implementation Snapshot

Clock network
  • CTS max path bufs: 2
  • Cell chosen for the clock root: sky130_fd_sc_hd__clkbuf_8
  • H-tree depth: 2
  • Clock buffer count from CTS: 5
  • Clk sink count: 32
  • Clock transition at the registers of the reported paths: 0.07 ns
  • CTS tree: built

Critical path
  • Ordered list of cells on the worst path: buf_2
  • Max incr delay on CP: 0.37 ns
  • Capturing element type of the critical path: output port
  • Req. time, crit path: 0.80 ns
  • CP top delay family: flip-flops
  • Worst path bufs/invs: 1
  • Crit path launch type: register
  • Endpoint arrival time on the critical path: 0.76 ns
  • Highest-delay cell along the critical path: sky130_fd_sc_hd__dfrtp_1
  • Critical path peak fanout: 1
  • Worst setup path category: register to output port

Final layout
  • Area growth syn-to-layout: 91.09%
  • Post-layout instance count excluding filler cells: 207
  • Logic Gate Count: 0
  • Multi-input gate area in the final layout: 0 um^2
  • Largest registers ranked by flip-flop count: PC_out (32)
  • Final core occ: 19.60%
  • Proportion of layout cells with a drive suffix above 1: 39.05%
  • Flip-flop count of the largest register after layout: 32
  • Largest reg by FF count: PC_out

Timing
  • Worst max-slew margin expressed relative to the limit: 87.64%
  • Final-layout worst hold slack: -0.1380 ns
  • RSZ-0062 raised after global routing: false
  • Fin crit period: 0.9576 ns
  • Measured slew at the worst slew-check pin: 0.1854 ns
  • Final setup violation count: 0
  • Final period util: 95.76%
  • Final hold viol count: 32
  • Max-slew violation count: 0
  • Maximum clock rate: 1044 MHz

Placed design
  • Routability cong.: 0.6900
  • I/O Buffers: 65
  • Cell count after placement: 200

Logic synthesis
  • Number of instances in the synthesized netlist: 32
  • Proportion of synthesized chip area in sequential cells: 100.0%
  • Synthesized flop and latch total: 32
  • Count of cell types in the netlist: 1
  • Netlist area before placement: 800.8 um^2
  • Average cell area after synthesis: 25.02 um^2
  • Cell taking the most area after synthesis: sky130_fd_sc_hd__dfrtp_1
  • Main area contributors: sky130_fd_sc_hd__dfrtp_1 (100%)
  • Yosys stat chip area: 800.8 um^2
  • Proportion of netlist area held by the largest area contributor: 100.0%
  • Yosys warnings: 1
  • Yosys stat cell total: 32

Floorplan
  • Die height: 110 um
  • Core region area: 7807 um^2
  • Horizontal die size: 110 um
  • Num ports: 66
  • Placement row count: 32
  • Chip area: 12100 um^2
  • Starting utilization of the core area: 10.26%

GRT
  • Global-route wire length before repair: 3.726 mm
  • Number of global-route vias before repair: 599
  • Overall routing resource usage: 4.081%
  • Antenna violations before repair: 1
  • Total grt overflow: 0
  • Maximum number of pins on one net before global-route repair: 33

Route
  • Via density: 2.700
  • WL per Instance: 12.74 um
  • Pre-Repair DR Iteration Count: 2
  • Routed Antenna Nets: 0
  • Number of antenna repair diodes: 0
  • Total wirelength of the detailed-routed design: 2.637 mm
  • DRC: 0
  • Number of DRC markers after the initial detailed-route iteration: 11
  • Number of vias in the routed layout: 559

Power and ir drop
  • Worst vdd ir: 452.4 uV
  • Total power divided by cell area: 1737 nW/um^2
  • Leakage dissipation: 0.6876 nW

Outcome
  • Outcome: finished, violations left
  • Violated checks: negative hold slack

Flow run
  • Tool warnings: 27
  • Max_cap viols: 0

Worst hold path
  • Worst min-delay path class: primary input to asynchronous set/reset pin
report_power, final:
| part | switching [mW] | internal [mW] |
|---|---|---|
| clock | 0.460 | 0.613 |
| combinational | 0.0557 | 0.158 |
| sequential | 0.0128 | 1.36 |
worst max-delay path by stage:
stage	cells after the start	endpoint	start
CTS	1	PC_out[5]	PC_out[5]
global route	1	PC_out[11]	PC_out[11]
finish	1	PC_out[5]	PC_out[5]
synthesized netlist by cell type:
master and number:
sky130_fd_sc_hd__dfrtp_1 32
cells in the final DEF, fill, tap and decap left out:
cell                              count
sky130_fd_sc_hd__buf_12               1
sky130_fd_sc_hd__clkdlybuf4s50_1     32
sky130_fd_sc_hd__buf_2               33
sky130_fd_sc_hd__dfrtp_1             32
sky130_fd_sc_hd__clkbuf_8             7
per-layer routing:
metal,part of all wire [%],global-route usage (%)
met1,36,4.881
met2,49,6.351
met3,12,2.115
met4,2.6,1.115
met5,0.42,0
metrics by stage:
step	power, mW	setup WS, ns	cell area, um^2	TNS, ns
6_report	2.658	0.04241	1530	0
5_1_grt	2.803	0.002929	1530	0
4_1_cts	2.738	0.02093	1530	0
3_5_place_dp	1.687	-0.01366	1594	-0.01366
3_3_place_gp	1.685	-0.02365	1594	-0.03018
2_1_floorplan	1.382	0.4879	800.8	0
cells by family (layout without fill, tap and decap cells):
family / count (synthesis) / after routing / synth area share [%]
flops: 32 / 32 / 100.0
buf+inv: 0 / 73 / 0
repair_timing:
item / 4_1_cts / 5_1_grt
hold endpoints to repair: 32 / 32
resized: 97 / 0
buffers inserted: 0 / 0
endpoints found under the setup margin: 32 / 0
final cells by class:
class	instances	area, um^2
repair buffers	66	505.5
fillers	849	6277
well taps	102	127.6
clock buffers	7	96.34
flip-flops and latches	32	800.8
Power and IR drop assume default switching activity.
