**flow/config.mk**
```make
export PLATFORM = sky130hd
export DESIGN_NAME = Adder
export DESIGN_NICKNAME = Adder
export VERILOG_FILES = /design/flow/design.v
export SDC_FILE = /design/flow/constraint.sdc
export NUM_CORES = 4
export LEC_CHECK = 1
export CORE_AREA = 10 10 94 94
export DIE_AREA = 0 0 104 104
```
**flow/constraint.sdc**
```tcl
current_design Adder

set clk_period 14.5
set clk_io_pct 0.2

create_clock -name clk0 -period $clk_period

set non_clock_inputs [all_inputs -no_clocks]
set_input_delay [expr $clk_period * $clk_io_pct] -clock clk0 $non_clock_inputs
set_output_delay [expr $clk_period * $clk_io_pct] -clock clk0 [all_outputs]
```
**flow/design.v**
```verilog
module Adder(
    input   wire    [31:0]  A,
    input   wire    [31:0]  B,
    output  wire    [31:0]  C
);
assign C = A + B;
endmodule
```
**flow/run.sh**
```bash
#!/bin/bash
# OpenROAD 26Q1-2900-gdf79404cd8, Yosys 0.63+post, stock flow scripts
make -C /OpenROAD-flow-scripts/flow DESIGN_CONFIG=/design/flow/config.mk WORK_HOME=/design/flow/orfs finish
```
==> results_slide.txt <==
Physical Implementation Snapshot

Synth
  – Unique cell types: 50
  – Cell taking the most area after synthesis: ha_1
  – Ys cells: 241
  – Top cells, area: ha_1, a21oi_1, a21o_1, xor2_1, xnor2_1
  – Ys Warns: 0
  – Syn Inst Count: 241
  – Syn avg cell area: 7.237 µm²
  – YS chip area: 0.001744 mm²
  – Cell area after synthesis: 0.001744 mm²
  – Max-area cell share: 0.2224
  – Register share after synthesis: 0

CTS
  – # resized after CTS: 0
  – Post-CTS setup buffer count: 0
  – Cts hold-fix bufs: 0

Placed design
  – PortBufs: 96
  – Detailed Place HPWL: 5.167 mm
  – RePlAce Congestion: roughly 0.82
  – DP Area: 0.002781 mm²

Floorplan
  – # rows: 30
  – Core Area: roughly 0.0068 mm²
  – Starting density of the core: 0.2553
  – Die Width: 104 µm
  – Die extent in y: 104 µm
  – Top Ports: 96
  – DIE AREA: 0.01082 mm²

STA
  – RSZ-0062 raised after global routing: false
  – Final Critical Period: 8767 ps
  – Worst-Margin Slew: about 520 ps
  – Setup TNS: 0 ps
  – Final setup viols: 0
  – Period utilization: 0.6047
  – Max-slew headroom: 0.6425
  – Final hold violations: 0
  – Slew Viols, Final: 0
  – Peak Freq: 0.1141 GHz

Finish
  – FF+latch count: 0
  – Area grow syn2layout: 59.47%
  – Fin area: 0.002781 mm²
  – Commonest Layout Cell: clkdlybuf4s50_1
  – Reg area: 0 µm²
  – Share of cells above drive strength 1: 0.03067
  – Clk_buf instances: 0
  – Top Layout Cells: clkdlybuf4s50_1, ha_1, a21oi_1

Global routing
  – Initial antenna violation count: 0
  – Largest net degree at the start of global routing: 11
  – Vias in the first global route: 2037
  – Grt total ovfl: 0
  – First-pass GRT wire length: roughly 10 mm
  – Tot GR Track Use: 0.1031

Routing
  – Routed WL: 5.827 mm
  – Drt initial violations: 77
  – DRC viols: 0
  – DRT antenna net count: 0
  – Antenna diodes: 0
  – WL per Instance: 13.81 µm
  – DR pass1 iterations: 4
  – Via count: 2123
  – Drt via density: approximately 5.0

Worst setup path
  – Startpoint types: primary input
  – Critical path type: in -> out
  – CP startpoint: A[0]
  – Worst Path Arrival: between 5000 and 6000 ps
  – Critical-path maximum fanout: 4
  – Crit path capture type: output port
  – CP Data Required Time: between 10000 and 15000 ps

Run
  – Log Warnings: 32
  – Max cap viols: 0

Pwr
  – Power density over the cells: 47.85 mW/mm²
  – Maximum vdd drop: 0.00002350 V
  – Lkg Pwr: 0.001176 µW

Status
  – Status: completed

Worst hold path
  – Hold Path Class: in -> out
  – Min-delay src: B[0]
-- stage by stage --
stage	hold slack, ps	std cells	power, µW	worst slack [ps]	util
CTS	6841	422	135.4	5730	0.4071
detailed placement	6842	422	134.2	5742	0.4071
floorplan	5872	241	64.06	6875	-
finish	6826	422	133.1	5733	0.4071
global route	6868	422	148.4	5573	0.4071
global placement	6834	422	134.7	5779	0.4071
-- final cells by class --
| class | count | area [µm²] |
|---|---|---|
| repair buffers | 96 | 960.9 |
| inverters | 6 | 22.52 |
| fillers | 700 | 4050 |
| multi-input cells | 224 | 1678 |
| well taps | 96 | 120.1 |
-- Yosys cell counts, drive strengths merged (2+ instances only) --
library cell,number
a211oi,3
a21o,19
a21oi,29
a311oi,3
a31oi,3
buf,3
clkbuf,8
ha,31
inv,6
mux2i,2
nand2,18
nand2b,2
nand3,10
nand4,8
nor2,12
nor3,4
o211ai,3
o21a,2
o21ai,15
o21bai,5
o221ai,2
o311ai,2
or2,3
xnor2,13
xor2,15
-- metal layers --
layer  vias to the layer above  routed length, µm  GRT usage
met1                       958               2831     0.1449
met5                         -                  0          0
met2                        72               2619     0.1671
met3                         0                376    0.02193
li1                       1093                  -          -
met4                         0                  0          0
-- critical path, cell delays in order --
cell and delay [ps]:
clkdlybuf4s50_1 400, ha_1 240, fa_1 400, a21o_1 220, a31o_2 270, nand3_1 90
o221ai_1 250, a311oi_1 350, o21bai_1 110, xor2_1 130, clkdlybuf4s50_1 500
-- power breakdown --
part / total [µW] / internal [µW] / leakage (µW) / switching, µW
combinational: 133 / 80.3 / 0.00118 / 52.8
sequential: 0 / 0 / 0 / 0
clock: 0 / 0 / 0 / 0
total: 133 / 80.3 / 0.00118 / 52.8
-- final timing paths --
path              endpoint  slack [ps]  cells after the start
hold / removal        C[0]        6830                      3
setup / recovery     C[26]        5730                     11
-- cells by family after synthesis --
| logic type | count (synthesis) | share of synthesized area |
|---|---|---|
| AND-OR/OR-AND | 97 | 0.3931 |
| XOR/XNOR | 28 | 0.1406 |
| adder cells (fa/ha/maj) | 32 | 0.2339 |
| buffers and inverters | 17 | 0.03802 |
| multiplexers | 2 | 0.01148 |
| AND/OR/NAND/NOR | 65 | 0.1829 |
Power figures rest on the tool's default switching activity, not on a simulated workload.
