==> design/flow/design.v <==
module ALU(
    input wire [2:0]    ALU_FUN,
    input wire [31:0]   ALU_IN1,
    input wire [31:0]   ALU_IN2,
    output reg          Zero_flag,
    output reg [31:0]   ALU_OUT
);
always @(*)
begin
  ALU_OUT = 32'b0;
  case (ALU_FUN)
    3'b000    :   ALU_OUT = ALU_IN1 & ALU_IN2;
    3'b001    :   ALU_OUT = ALU_IN1 | ALU_IN2;
    3'b010    :   ALU_OUT = ALU_IN1 + ALU_IN2;
    3'b100    :   ALU_OUT = ALU_IN1 - ALU_IN2;
    3'b101    :   ALU_OUT = ALU_IN1 * ALU_IN2;
    3'b110    :   ALU_OUT = ALU_IN1 < ALU_IN2? 32'b1 : 32'b0;
    default   :   ALU_OUT = 32'b0; 
  endcase
end
always @(*)
begin
  Zero_flag = (ALU_OUT == 32'b0)? 1'b1 : 1'b0;
end
endmodule
==> design/flow/run.sh <==
#!/bin/bash
# OpenROAD 26Q1-2900-gdf79404cd8, Yosys 0.63+post, stock flow scripts
make -C /OpenROAD-flow-scripts/flow DESIGN_CONFIG=/design/flow/config.mk WORK_HOME=/design/flow/orfs finish
==> design/flow/config.mk <==
export PLATFORM = sky130hd
export DESIGN_NAME = ALU
export DESIGN_NICKNAME = ALU
export VERILOG_FILES = /design/flow/design.v
export SDC_FILE = /design/flow/constraint.sdc
export NUM_CORES = 4
export LEC_CHECK = 1
export CORE_UTILIZATION = 30
==> design/flow/constraint.sdc <==
current_design ALU

set clk_period 24.8
set clk_io_pct 0.2

create_clock -name clk0 -period $clk_period

set non_clock_inputs [all_inputs -no_clocks]
set_input_delay [expr $clk_period * $clk_io_pct] -clock clk0 $non_clock_inputs
set_output_delay [expr $clk_period * $clk_io_pct] -clock clk0 [all_outputs]
==> node_exporter_impl.prom <==
# HELP chip_impl_metric Flow report values
# TYPE chip_impl_metric gauge
chip_impl_metric{name="drtIter0Drc",unit=""} 1386
chip_impl_metric{name="cts.repair.resized",unit=""} 0
chip_impl_metric{name="vias",unit=""} 18200
chip_impl_metric{name="post_route_cells_drive_above_1_share",unit=""} 0.0409
chip_impl_metric{name="critical_path_peak_fanout",unit=""} 17
chip_impl_metric{name="filler_cell_count",unit=""} 7065
chip_impl_metric{name="grt_use_met1",unit=""} 0.320
chip_impl_info{name="yosys-top-cells-area",value="sky130_fd_sc_hd__fa_1 40%, sky130_fd_sc_hd__ha_1 13%, sky130_fd_sc_hd__inv_1 8.7%"} 1
chip_impl_metric{name="grt-ovfl-total",unit=""} 0
chip_impl_info{name="crit_family",value="adder cells"} 1
chip_impl_metric{name="ir_worst_vdd",unit="mV"} 0.347
chip_impl_metric{name="power.share.switching",unit=""} 0.577
chip_impl_metric{name="critical_path_arrival",unit="ns"} 15.00
chip_impl_metric{name="yosys_warnings",unit=""} 1
chip_impl_info{name="setup.worst_path.end_class",value="primary output"} 1
chip_impl_metric{name="grtUsageMet2",unit=""} 0.366
chip_impl_metric{name="number_of_antenna_violations_at_the_first_check_in_global_routing",unit=""} 1
chip_impl_info{name="holdCritPathClass",value="primary input to primary output"} 1
chip_impl_metric{name="final_hold_viol_count",unit=""} 0
chip_impl_metric{name="port_buffers",unit=""} 100
chip_impl_metric{name="global_route.usage.total",unit=""} 0.241
chip_impl_metric{name="clock.fmax",unit="GHz"} 0.0501
chip_impl_metric{name="grt_pass1_wl",unit="um"} 119000
chip_impl_metric{name="core",unit="sq mm"} 0.0672
chip_impl_metric{name="max_slew_margin",unit=""} 0.360
chip_impl_metric{name="max_cap_check_violation_count",unit=""} 0
chip_impl_metric{name="number_of_post_cts_setup_repair_buffers",unit=""} 0
chip_impl_metric{name="route.final.wire_length",unit="um"} 78600
chip_impl_info{name="netlist_top_cells_count",value="473 x sky130_fd_sc_hd__inv_1, 410 x sky130_fd_sc_hd__fa_1, 381 x sky130_fd_sc_hd__nor2_1"} 1
chip_impl_metric{name="die_w",unit="um"} 263
chip_impl_metric{name="fin_crit",unit="ns"} 19.96
chip_impl_info{name="critical-path-top-cell-by-count",value="sky130_fd_sc_hd__fa_1"} 1
chip_impl_info{name="timing_worst_setup_path_type",value="primary input to primary output"} 1
chip_impl_metric{name="final-setup-viol-count",unit=""} 0
chip_impl_metric{name="final.period_utilization",unit=""} 0.805
chip_impl_metric{name="detail_route.drc_violations",unit=""} 0
chip_impl_info{name="unrepaired_setup_endpoints_after_global_routing",value="no"} 1
chip_impl_metric{name="total_iterations_of_the_first_detailed_routing_run",unit=""} 5
chip_impl_metric{name="grt_start_max_net_pins",unit=""} 40
chip_impl_info{name="gr-max-usage-layer",value="met2"} 1
chip_impl_metric{name="numSequentialCells",unit=""} 0
chip_impl_metric{name="cell_internal_power_dissipation",unit="mW"} 2.39
chip_impl_metric{name="finalWeightedCongestion",unit=""} 1.00
chip_impl_metric{name="tightestPinTransition",unit="ns"} 0.960
chip_impl_metric{name="crit_buf_inv",unit=""} 6
chip_impl_metric{name="power.leakage",unit="nW"} 10.9
chip_impl_info{name="worstSetupStartpointType",value="primary input"} 1
chip_impl_metric{name="worst_hold_slack",unit="ns"} 10.94
chip_impl_metric{name="net-switching-power",unit="mW"} 3.27
chip_impl_metric{name="areaGrowthSynthToFinish",unit="%"} 10.4
chip_impl_metric{name="postRouteAntennaNets",unit=""} 0
chip_impl_metric{name="worst_ep_required_time",unit="ns"} 19.84
chip_impl_info{name="outcome",value="complete, no violations"} 1
chip_impl_metric{name="postSynthCellCount",unit=""} 2548
chip_impl_metric{name="init_core_util",unit=""} 0.304
chip_impl_metric{name="synth_chip_area",unit="sq mm"} 0.0204
chip_impl_info{name="worst_path_max_delay_cell",value="sky130_fd_sc_hd__clkdlybuf4s50_1"} 1
chip_impl_metric{name="gr-usage-met3",unit=""} 0.0933
chip_impl_metric{name="openroad.warnings",unit=""} 96
chip_impl_metric{name="grt_pass1_vias",unit=""} 18500
chip_impl_metric{name="synth_area_per_cell",unit="sq um"} 8.00
chip_impl_metric{name="count_of_clock_buffers_in_the_final_design",unit=""} 0
chip_impl_metric{name="postLayoutCoreUtil",unit=""} 0.335
chip_impl_metric{name="floorplan.die_area",unit="sq mm"} 0.0690
chip_impl_info{name="cell_type_with_the_largest_total_area_after_synthesis",value="sky130_fd_sc_hd__fa_1"} 1
chip_impl_info{name="netlist.top_cell.by_instances",value="sky130_fd_sc_hd__inv_1"} 1
chip_impl_metric{name="register_area",unit="sq um"} 0
chip_impl_metric{name="top_area_frac",unit=""} 0.402
chip_impl_metric{name="synth_area",unit="sq mm"} 0.0204
chip_impl_metric{name="final-max-slew-violation-count",unit=""} 0
chip_impl_metric{name="p_per_area",unit="mW/mm^2"} 251
chip_impl_metric{name="ys_seq_frac",unit=""} 0
chip_impl_metric{name="yosys.cell_types.count",unit=""} 82
chip_impl_metric{name="routed_wire_length_per_instance",unit="um"} 22.7
chip_impl_metric{name="placed_wire_length_estimate_after_detailed_placement",unit="um"} 63700
chip_impl_metric{name="dieHeight",unit="um"} 263
chip_impl_metric{name="detail_route.vias_per_cell",unit=""} 5.26
chip_impl_metric{name="pin_count",unit=""} 100
chip_impl_metric{name="number_of_hold_buffers_added_after_cts",unit=""} 0
chip_impl_metric{name="yosys-stat-cells",unit=""} 2548
chip_impl_metric{name="largest_stage_delay_on_the_critical_path",unit="ns"} 0.76
chip_impl_metric{name="placement_rows",unit=""} 95
chip_impl_metric{name="tns",unit="ns"} 0
## path summary, 6_finish.rpt
check           to        from  slack [ns]  cells after the start
min    ALU_OUT[28]  ALU_FUN[0]       10.94                      4
max      Zero_flag  ALU_IN2[2]        4.84                     27
## tightest hold or removal path, stage by stage
cell	delay, ns
sky130_fd_sc_hd__buf_2	0.26
sky130_fd_sc_hd__a21oi_1	0.21
sky130_fd_sc_hd__o32ai_1	0.11
sky130_fd_sc_hd__clkdlybuf4s50_1	0.41
## routing by layer
layer | vias up | part of all wire
li1 | 8122 | -
met1 | 8976 | 0.39
met2 | 969 | 0.45
met3 | 169 | 0.12
met4 | 0 | 0.042
met5 | - | 0
## power by group through the flow
stage	clock network (mW)	registers, mW	logic (mW)
4_1_cts	0	0	5.63
5_1_grt	0	0	6.17
## layout make-up
class,instances,area [sq um],share of cell area
multi-input cells,1939,18100,0.804
repair buffers,164,1480,0.0656
inverters,491,1840,0.0819
well taps,873,1090,0.0485
diodes,1,2.50,0.000111
## cells in the final DEF, fill, tap and decap left out, types with 18 or more instances in the layout
| cell type | Yosys | routed |
|---|---|---|
| sky130_fd_sc_hd__inv_1 | 473 | 473 |
| sky130_fd_sc_hd__fa_1 | 410 | 410 |
| sky130_fd_sc_hd__nor2_1 | 381 | 381 |
| sky130_fd_sc_hd__nand2_1 | 283 | 283 |
| sky130_fd_sc_hd__ha_1 | 219 | 219 |
| sky130_fd_sc_hd__clkdlybuf4s50_1 | 0 | 99 |
| sky130_fd_sc_hd__a21oi_1 | 85 | 85 |
| sky130_fd_sc_hd__xnor2_1 | 71 | 71 |
| sky130_fd_sc_hd__buf_4 | 1 | 64 |
| sky130_fd_sc_hd__o21ai_0 | 51 | 51 |
| sky130_fd_sc_hd__nor3_1 | 36 | 35 |
| sky130_fd_sc_hd__mux2i_1 | 27 | 27 |
| sky130_fd_sc_hd__xor2_1 | 19 | 19 |
| sky130_fd_sc_hd__o211ai_1 | 18 | 18 |
## kinds of logic after synthesis
logic type / Yosys count / synth area share
AND-OR/OR-AND: 356 / 0.122
XOR/XNOR: 90 / 0.0387
adder cells (fa/ha/maj): 629 / 0.537
buffers and inverters: 609 / 0.113
multiplexers: 28 / 0.0138
AND/OR/NAND/NOR: 836 / 0.175
## through the flow
step | area, sq um | instances | total power [mW] | worst slack (ns)
6_report | 22500 | 3468 | 5.66 | 4.84
3_5_place_dp | 22500 | 3467 | 5.59 | 5.10
2_1_floorplan | 20400 | 2548 | 3.88 | 7.27
3_3_place_gp | 22500 | 3467 | 5.63 | 5.25
4_1_cts | 22500 | 3467 | 5.63 | 5.05
5_1_grt | 22500 | 3467 | 6.17 | 4.68
Power figures rest on the tool's default switching activity, not on a simulated workload.
